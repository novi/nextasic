==> /design/flow/design.v <==
`default_nettype none
module OpEncoder(
	input wire power_on_packet_S1,
	input wire keyboard_data_ready,
	input wire is_mouse_data,
	input wire [15:0] keyboard_data,  
	output reg [39:0] data,
	output reg data_valid
);
	always@ (*) begin
		data = 40'hxxxxxxxxxx;
		data_valid = 0;
		if (power_on_packet_S1) begin
			data = 40'hc671000000;  
			data_valid = 1;
		end else if (keyboard_data_ready) begin
			data[39:32] = 8'hc6;
			data[31:24] = is_mouse_data ? 8'h01 : 8'h10;
			data[23:16] = 8'h00;
			data[15:0] = keyboard_data;
			data_valid = 1;
		end
	end
endmodule
==> /design/flow/run.sh <==
#!/bin/bash
# OpenROAD 26Q1-2900-gdf79404cd8, Yosys 0.63+post, stock flow scripts
make -C /OpenROAD-flow-scripts/flow DESIGN_CONFIG=/design/flow/config.mk WORK_HOME=/design/flow/orfs finish
==> /design/flow/config.mk <==
export PLATFORM = sky130hd
export DESIGN_NAME = OpEncoder
export DESIGN_NICKNAME = OpEncoder
export VERILOG_FILES = /design/flow/design.v
export SDC_FILE = /design/flow/constraint.sdc
export NUM_CORES = 4
export LEC_CHECK = 1
export CORE_AREA = 10 10 70 70
export DIE_AREA = 0 0 80 80
==> /design/flow/constraint.sdc <==
current_design OpEncoder

set clk_period 1.0
set clk_io_pct 0.2

create_clock -name clk0 -period $clk_period

set non_clock_inputs [all_inputs -no_clocks]
set_input_delay [expr $clk_period * $clk_io_pct] -clock clk0 $non_clock_inputs
set_output_delay [expr $clk_period * $clk_io_pct] -clock clk0 [all_outputs]
==> out/results.ini <==
[grt]
grt_max_degree=8
globalRouteOverflowTotal=0
use_met1_pct=4.42
grt_pass1_vias=418
antenna_found_initial=0
grt_pass1_wl_um=1950
grt.busiest_layer=met2
grtUsageMet2_pct=5.86
grt.met3_usage_pct=1.82
grt_usage_pct=3.60

[final_timing]
period_minus_slack_ns=0.980
rsz0062_at_grt=no
final.setup.tns_ns=0
setup_viol=0
clock.fmax_mhz=1020
hold_viol=0
slew_viol_final=0
postLayoutSetupSlackWorst_ns=0.0195
period_used_pct=98.0

[critical_path]
cp_cell_sequence=dlygate4sd2_1 -> or2_1 -> buf_2
crit_required_ns=0.80
critPathMaxStageDelay_ns=0.26
criticalPathCategory=input pin to primary output
worstPathArrival_ns=0.78
crit_fanout=2
crit_path_end_kind=primary output
critPathLaunchType=input pin
slowest_stage=dlygate4sd2_1

[synth]
common_cells=buf_4 (22), and2b_1 (9), nor2b_1 (7)
yosys_cells=44
yosysSeqAreaShare_pct=0
yosysWarnings=1
area_leaders=buf_4 (53%), and2b_1 (22%), nor2b_1 (14%), or2_1 (4.0%), buf_6 (3.6%)
top_area_share_pct=52.6
top_cell=buf_4
ys_chip_area_um2=314
netlist_area_um2=314
avgSynthCellArea_um2=7.14
syn_inst=44
synth_top_cell_by_area=buf_4
ys_types=7

[floorplanning]
die_h_um=80
core_um2=3420
die-area_um2=6400
die_x_um=80
io-pin-count=60
rows=21
initCoreUtil_pct=9.19

[drt]
via_per_inst=2.67
antenna_left=0
antennaDiodeCount=0
dr.pass1.iters=1
drt_wl_total_um=1360
dr_total_vias=345
drc=0
first_iter_violations=0
wire_per_inst_um=10.5

[run_status]
status=completed

[placement]
port_buffers=40
placed_cells=127
place_ws_ns=-0.665
place_hpwl_um=1190
place.gp.congestion=0.744

[hold_path]
hp-start=keyboard_data_ready
whs_endpoint=data_valid
hold_depth=3
holdCritPathClass=input pin to primary output

[job]
tool_warnings=32
cap_viol_max_count=0

[clocking]
ctsHoldBuffers=0

[power]
ir_worst_vdd_mv=0.0880
p_leak_uw=0.000358
p_per_area_nw_per_um2=246

[final_layout]
area_growth_pct=88.0
drive_above_1_share_pct=28.9
nFlopsAndLatches=0
instances_no_fill=129
flop_area_um2=0
clock_buffers=0

==> report_power, final <==
| group | switching [uW] | total, uW | internal [uW] |
|---|---|---|---|
| sequential | 0 | 0 | 0 |
| combinational | 41.7 | 145 | 104 |
| clock | 0 | 0 | 0 |
| total | 41.7 | 145 | 104 |
==> cells in the final DEF, fill, tap and decap left out, drive strengths merged <==
cell type,synthesis,layout
buf,23,23
dlygate4sd2,0,21
conb,2,20
and2b,9,9
nor2b,7,7
or2,2,2
nand2b,1,1
==> area by class of cell <==
class / instances / area (um^2)
Multi-Input combinational cell: 39 / 213
Fill cell: 406 / 2830
Tap cell: 46 / 57.6
Timing Repair Buffer: 44 / 320
==> worst max-delay path, delay by kind of cell <==
family	cells	cell delay [ns]
buffers and inverters	2	0.37
AND/OR/NAND/NOR	1	0.21
==> per-layer routing <==
metal / wire length, um / share of wire [%]
met5: 0 / 0
met4: 0 / 0
met3: 184 / 14
met2: 571 / 42
met1: 598 / 44
==> logic make-up after synthesis <==
| group | after synthesis | synth area share [%] |
|---|---|---|
| buffers and inverters | 23 | 56.2 |
| other | 2 | 2.39 |
| AND/OR/NAND/NOR | 19 | 41.4 |
==> worst max-delay path by stage <==
stage | slack (ns) | depth (start not counted) | start | to
after CTS | 0.00008 | 5 | power_on_packet_S1 | data[1]
after global routing | 0.007 | 3 | is_mouse_data | data[24]
final | 0.02 | 3 | is_mouse_data | data[24]
==> what timing repair did <==
action	in CTS	in global routing
hold endpoints to repair	0	0
gates resized	84	1
setup buffers	2	0
cloned	1	0
setup endpoints to repair	21	7
pin swaps	1	0
==> stage by stage <==
stage,power [uW],area [um^2],hold slack (ns),util [%]
after floorplan,89.8,382,0.421,-
after global placement,206,678,1.32,19.9
after detailed placement,206,678,1.32,19.9
after CTS,155,594,0.762,17.4
after global routing,168,591,0.787,17.3
final,145,591,0.750,17.3
Power is estimated from default activity; no workload was simulated.
