==> design.v <==
`default_nettype none
module OpDecoder(
	input wire [23:0] op,  
	input wire op_valid,
	output reg is_audio_sample,
	output reg audio_starts,
	output reg audio_22khz,
	output reg end_audio_sample,
	output reg all_1_packet,  
	output reg power_on_packet_R1,
	output reg keyboard_led_update,
	output reg attenuation_data_valid,
	output reg [7:0] attenuation_data
);
	wire [7:0] data1;
	wire [7:0] data2;
	assign data1 = op[15:8];
	assign data2 = op[7:0];
	always@ (*) begin
		is_audio_sample = 0;
		audio_starts = 0;
		all_1_packet = 0;
		power_on_packet_R1 = 0;
		keyboard_led_update = 0;
		audio_22khz = 0;
		end_audio_sample = 0;
		attenuation_data_valid = 0;
		attenuation_data = 8'hxx;
		if (op_valid)
			casex (op)
				24'hc5ef??: begin
					power_on_packet_R1 = 1;
				end
				24'hc500??: begin
					keyboard_led_update = 1;
				end
				24'hc4????: if (data2 == 0) begin
					attenuation_data_valid = 1;
					attenuation_data = data1;
				end
				24'h1f????: begin  
					audio_starts = 1;
					audio_22khz = 1;
				end
				24'h0f????: begin  
					audio_starts = 1;
				end
				24'h17????: begin  
					end_audio_sample = 1;
					audio_22khz = 1;
				end
				24'h07????: begin  
					end_audio_sample = 1;
				end
				24'hc7????: begin
					is_audio_sample = 1;
				end
				24'hff????: begin
					all_1_packet = 1;
				end
				default: begin
				end
			endcase
	end
endmodule
==> run.sh <==
#!/bin/bash
# OpenROAD 26Q1-2900-gdf79404cd8, Yosys 0.63+post, stock flow scripts
make -C /OpenROAD-flow-scripts/flow DESIGN_CONFIG=/design/flow/config.mk WORK_HOME=/design/flow/orfs finish
==> config.mk <==
export PLATFORM = sky130hd
export DESIGN_NAME = OpDecoder
export DESIGN_NICKNAME = OpDecoder
export VERILOG_FILES = /design/flow/design.v
export SDC_FILE = /design/flow/constraint.sdc
export NUM_CORES = 4
export LEC_CHECK = 1
export CORE_AREA = 10 10 70 70
export DIE_AREA = 0 0 80 80
==> constraint.sdc <==
current_design OpDecoder

set clk_period 1.4
set clk_io_pct 0.2

create_clock -name clk0 -period $clk_period

set non_clock_inputs [all_inputs -no_clocks]
set_input_delay [expr $clk_period * $clk_io_pct] -clock clk0 $non_clock_inputs
set_output_delay [expr $clk_period * $clk_io_pct] -clock clk0 [all_outputs]
==> CHANGELOG.md <==
## Flow update

* Outcome: finished, violations left
* Failing checks: setup timing
* Top cells excl fill/tap: buf_4, clkdlybuf4s50_1, buf_2
* Avg Inst Size Synth at 6.90 um^2
* Critical path type: input port to output pin
* Routed WL per cell at around 12 um
* Port bufs at between 40 and 50
* Comb area leader: simple AND/OR/NAND/NOR gates
* Initial DRC count at 3
* Cells after Synth at 31
* Switching Share at 31.0%
* Number of max-cap violations at 0
* Antenna Diode Count at 0
* Least-Margin Pin Slew at roughly 190 ps
* Vias in the first global route at 473
* Area Growth Syn to Fin at 255%
* Die footprint at 0.00640 mm^2
* Flop pwr share at 0%
* Worst setup SP type: input port
* Comb power frac at around 100%
* RePlAce Congestion at 0.716
* Final Max Tran Viols at 0
* Design Area, Final at 759 um^2
* Drt pass-1 iters at 4
* Sequential share of the synthesized area at 0%
* Routed Antenna Nets at 0
* DP Area at roughly 700 um^2
* Critical Path, Cell by Cell: buf_6, or4_4, nor4_4, and4b_1, buf_2
* Area of the core at 0.00342 mm^2
* First-pass GRT wire length at approximately 2.4 mm
* Slew HR at 87.0%
* Mux cell area share at 0%
* WL final at 1.52 mm
* Via count of the routed design at 427
* Worst setup EP type: output pin
* Initial antenna violation count at 0
* FA/HA/MAJ Cells, Area Fraction at 0%
* Final worst slack at -228 ps
* Core utilization at floorplan at 6.26%
* Lkg Pwr at 0.331 nW
* Gr ovfl total at 0
* Sw Pwr at between 0.04 and 0.05 mW
* Final Setup Violations at 4
* Largest net degree at the start of global routing at 5
* # Cells Yosys at 31
* GR Util All Layers at 4.43%
* Post-synthesis compound-gate area fraction at 0%
* YS warnings at 1
* Layout cells sized above 1 at 62.5%
* Die W at 80 um
* Die boundary height at 80 um
* I/O pin cnt at 41
* DR DRC count at 0
* Worst path slowest cell: or4_4
* Clock Power Share at 0%
* Setup_tns at -367 ps
* Fin crit share at 116%
* Max frequency at 0.614 GHz
* Final hold violation count at 0
* # rows at 21
* CTS Hold Bufs at 0
* Crit path max fanout at 2
* Post-layout minimum cycle time at around 1600 ps
* PD cells at 192 mW/mm^2
* Worst EP required at around 1100 ps
* Routed vias/inst at ~3.4
* Worst Hold Class: input port to output pin
* Simple Share, Synth at 71.9%
* XOR Share, Synth at 0%
* Synthesis area per yosys at 214 um^2
* Max incr delay on CP at around 540 ps
* Tool warnings at 34
* Synth cell types at 15
* Register area at 0 um^2
* Most numerous logic cell after layout: buf_4
* Syn Std Cell Area at 214 um^2
* Clock buffers at 0
* Internal at 0.101 mW
* Worst EP arrival at 1350 ps
* RSZ-0062 raised after global routing: true
* Peak VDD IR at 0.0779 mV
* FFs & Latches at 0
-- routing by layer --
metal	GRT usage, %	vias up	share of wire [%]
li1	-	212	-
met3	1.59	0	11
met4	0	0	0
met1	5.67	190	42
met2	7.38	25	46
met5	0	-	0
-- power groups by stage --
stage         logic, mW  registers [mW]  clock network [mW]
CTS               0.135               0                   0
finish            0.146               0                   0
global route      0.157               0                   0
-- per-stage QoR --
step | power [mW] | cells | util [%] | setup WS [ps] | hold slack [ps]
after floorplan | 0.0230 | 31 | - | 43.2 | 573
after global placement | 0.131 | 120 | 20.4 | -1010 | 1450
after detailed placement | 0.132 | 120 | 20.4 | -994 | 1450
after CTS | 0.135 | 123 | 20.8 | -330 | 783
after global routing | 0.157 | 126 | 22.2 | -283 | 794
final | 0.146 | 126 | 22.2 | -228 | 783
-- kinds of logic (layout without fill, tap and decap cells) --
group | after synthesis | in the layout
buffers and inverters | 8 | 57
and+or+nand+nor | 23 | 23
-- Yosys cell counts (all sizes together) --
master | number | share of area, %
nand4 | 2 | 5.8
or4 | 2 | 8.8
nand4bb | 1 | 5.3
nand3 | 2 | 4.7
nor2 | 1 | 1.8
and2 | 2 | 5.8
and4b | 2 | 9.4
nand2 | 2 | 3.5
nor3 | 4 | 9.4
and3 | 1 | 2.9
nor2b | 1 | 2.9
nor4 | 3 | 12
buf | 8 | 28
-- worst paths after layout --
kind	from	endpoint	cells past startpoint
hold / removal	op[19]	end_audio_sample	3
setup / recovery	op[13]	keyboard_led_update	5
-- layout make-up --
cell class / count / area, um^2
repair buffers: 57 / 473
well taps: 46 / 57.6
fillers: 389 / 2660
multi-input cells: 23 / 229
-- worst max-delay path: cells and delay by family --
| family | cells | cell delay (ps) |
|---|---|---|
| buf+inv | 2 | 190 |
| simple gates | 3 | 880 |
-- repair_timing --
action                     4_1_cts  5_1_grt
setup endpoints to repair       16        8
resized                        102       10
setup buffers                    3        3
hold endpoints to repair         0        0
pin swaps                       13        7
Power figures rest on the tool's default switching activity, not on a simulated workload.
